--- flow/constraint.sdc ---
current_design washing_machine_top

set clk_period 4.2
set clk_io_pct 0.2

create_clock -name clk0 -period $clk_period [get_ports {clk}]

set non_clock_inputs [all_inputs -no_clocks]
set_input_delay [expr $clk_period * $clk_io_pct] -clock clk0 $non_clock_inputs
set_output_delay [expr $clk_period * $clk_io_pct] -clock clk0 [all_outputs]
--- flow/design.v ---
`timescale 1ns/1ps
module washing_machine_fsm (
    input clk,
    input reset,
    input start_pause,
    input [1:0] mode_select,
    input door_sensor,
    input timer_done,
    output reg water_valve,
    output reg drain_valve,
    output reg motor,
    output reg [1:0] motor_dir,
    output reg [3:0] leds,
    output reg [31:0] timer_value,
    output reg timer_start
);
parameter IDLE       = 3'b000;
parameter FILL_WATER = 3'b001;
parameter WASH       = 3'b010;
parameter RINSE      = 3'b011;
parameter SPIN       = 3'b100;
parameter PAUSE      = 3'b101;
parameter COMPLETE   = 3'b110;
parameter ERROR      = 3'b111;
reg [3:0] current_state, next_state;
parameter NORMAL     = 2'b00;
parameter DELICATE   = 2'b01;
parameter HEAVY      = 2'b10;
parameter RINSE_ONLY = 2'b11;
parameter FILL_TIME  = 5000000;     
parameter WASH_TIME  = 15000000;    
parameter RINSE_TIME = 10000000;    
parameter SPIN_TIME  = 8000000;     
reg [1:0] current_mode;
reg [3:0] prev_state;  
reg is_running;
reg is_paused;
reg door_closed;
always @(posedge clk or posedge reset) begin
    if(reset) begin
    current_state <=IDLE;
    is_running <=0;
    is_paused <=0;
    timer_start <= 0;
    end 
    else begin
       door_closed<= door_sensor;
       current_state <= next_state;
       if(timer_start) begin
        timer_start <= 0;  
       end
    end 
end
always @(*) begin
    next_state = current_state;
    timer_start = 0;
    timer_value = 0;
    case(current_state)
        IDLE: begin
            if (start_pause && door_closed && !is_running) begin
                next_state = FILL_WATER;
                is_running = 1;
                current_mode = mode_select;
                timer_value = FILL_TIME;
                timer_start = 1;   
            end
            else begin
                timer_value = 0;
                timer_start = 0;
                timer_start = 0;
            end
        end
        FILL_WATER: begin
            if(!door_closed) begin
                next_state = ERROR;
            end
            else if(timer_done) begin
                if(current_mode == RINSE_ONLY) begin
                    next_state = RINSE;
                    timer_value = RINSE_TIME;
                end
                else begin
                    next_state = WASH;
                    timer_value = (current_mode == DELICATE) ? WASH_TIME / 2 : (current_mode == HEAVY) ? WASH_TIME * 2 : WASH_TIME;
                end
                timer_start = 1;    
            end
        end
        WASH: begin
            if(!door_closed) begin
                next_state = ERROR;
            end
            else if(timer_done) begin
                next_state = RINSE;
                timer_value = RINSE_TIME;
                timer_start = 1;
            end
        end
        RINSE: begin
            if(!door_closed) begin
            next_state = ERROR;
            end
            else if(timer_done) begin
                next_state = SPIN;
                timer_value = SPIN_TIME;
                timer_start = 1;
            end
        end
        SPIN: begin
            if (!door_closed) begin
               next_state = ERROR;
            end
            else if (timer_done) begin
               next_state = COMPLETE;
               timer_start = 0;
            end
        end
        PAUSE: begin
            if(start_pause && door_closed) begin
                next_state = prev_state;
                is_paused = 0;
                timer_start = 0; 
            end  
        end
        COMPLETE: begin
            if(start_pause) begin
                next_state = IDLE;
                is_running = 0;
            end
        end
        ERROR: begin
            if(door_closed && start_pause) begin
                next_state = IDLE;
                is_running = 0;
            end
        end
        default: next_state = IDLE;  
    endcase
    if(start_pause && is_running && door_closed && current_state != PAUSE) begin
        prev_state = current_state;
        next_state = PAUSE;
        is_paused = 1;
    end
end
always @(posedge clk) begin
    water_valve <=0;
    drain_valve <=0;
    motor <=0;
    motor_dir <= 2'b00;
    leds <= 4'b0000;
    case (current_state)
        IDLE: begin
                leds <= 4'b0001;
            end
            FILL_WATER: begin
                water_valve <= 1;
                leds <= 4'b0010;
            end
            WASH: begin
                motor <= 1;
                motor_dir <= (timer_value[20]) ? 2'b01 : 2'b10;
                leds <= 4'b0100;
            end
            RINSE: begin
                water_valve <= 1;
                motor <= 1;
                motor_dir <= (timer_value[20]) ? 2'b01 : 2'b10;
                leds <= 4'b1000;
            end
            SPIN: begin
                drain_valve <= 1;
                motor <= 1;
                motor_dir <= 2'b01;  
                leds <= 4'b0011;
            end
            PAUSE: begin
                leds <= 4'b1010;
            end
            COMPLETE: begin
                leds <= 4'b1111;
            end
            ERROR: begin
                leds <= 4'b1001;
            end
    endcase
end
endmodule
`timescale 1ns/1ps
module timer(
    input clk,
    input reset,
    input start,
    input [31:0] duration,
    output reg done
);
    reg [31:0] counter;
    reg active;
    always @(posedge clk or posedge reset) begin
        if (reset) begin
            counter <= 0;
            active <= 0;
            done <= 0;
        end else begin
            done <= 0;
            if (start) begin
                counter <= duration;
                active <= 1;
            end else if (active) begin
                if (counter > 0) begin
                    counter <= counter - 1;
                end else begin
                    active <= 0;
                    done <= 1;
                end
            end
        end
    end
endmodule
module washing_machine_top(
    input clk,
    input reset,
    input start_pause,
    input [1:0] mode_select,
    input door_sensor,
    output water_valve,
    output drain_valve,
    output motor,
    output [1:0] motor_dir,
    output [3:0] leds
);
    wire timer_done;
    wire [31:0] timer_value;
    wire timer_start;
    washing_machine_fsm fsm_inst (
        .clk(clk),
        .reset(reset),
        .start_pause(start_pause),
        .mode_select(mode_select),
        .door_sensor(door_sensor),
        .timer_done(timer_done),
        .water_valve(water_valve),
        .drain_valve(drain_valve),
        .motor(motor),
        .motor_dir(motor_dir),
        .leds(leds),
        .timer_value(timer_value),
        .timer_start(timer_start)
    );
    timer timer_inst (
        .clk(clk),
        .reset(reset),
        .start(timer_start),
        .duration(timer_value),
        .done(timer_done)
    );
endmodule
--- flow/run.sh ---
#!/bin/bash
# OpenROAD 26Q1-2900-gdf79404cd8, Yosys 0.63+post, stock flow scripts
make -C /OpenROAD-flow-scripts/flow DESIGN_CONFIG=/design/flow/config.mk WORK_HOME=/design/flow/orfs finish
--- flow/config.mk ---
export PLATFORM = sky130hd
export DESIGN_NAME = washing_machine_top
export DESIGN_NICKNAME = washing_machine_top
export VERILOG_FILES = /design/flow/design.v
export SDC_FILE = /design/flow/constraint.sdc
export NUM_CORES = 4
export LEC_CHECK = 1
export CORE_UTILIZATION = 30
==> changes_impl.md <==
### Changed

- Required time worst endpoint: 4.37 ns
- CP delay by family, top: simple AND/OR/NAND/NOR gates
- Most instantiated logic cells after routing: 38 x dfrtp_1, 21 x xor2_1, 17 x nor3_1
- Crit path buffers/inverters: 0
- Rel. slew slack: 0.4657
- Total CTS buffers: 5
- Top cells, area: dfrtp_1 39%, xor2_1 7.5%, dfxtp_1 7.4%
- Post-route ant nets: 0
- Io pins: 15
- Synth Area per Inst: 10.71 um2
- Slew Limit Fails: 0
- Mapped Cells: 228
- Die width: 92.23 um
- RSZ-0062 raised after global routing: no
- Synth unique cells: 49
- Root Buffer: clkbuf_8
- Largest net degree at the start of global routing: 40
- Fin crit share: 0.5320
- CORE AREA: 7807 um2
- Fillers: 768
- Via density: 4.772
- Critical path arrival: 2.40 ns
- Leak: 0.001374 uW
- IO Port Bufs: 14
- DRC: 0
- Cells along the critical path: nor3_1 > nand4_2 > o21ai_1 > nor4_1 > xor2_1
- Resize count post-CTS: 0
- Gr usage total: 0.1058
- Core Rows: 32
- Setup_tns: 0 ns
- Min-delay worst type: reg -> reg
- Clk pwr share: 0.258
- MaxCap Viol Count: 0
- Post-synth regs: 54
- Register pins left without a clock: 6
- Combinational share of power: 0.227
- HPWL Detailed: 2.781 mm
- Worst Setup Start Kind: register
- RePlAce Congestion: 0.8878
- H-tree levels: 2
- First-pass GRT wire length: 7.231 mm
- Status: finished clean
- Detail-routed net length per standard cell: 11.62 um
- Crit end category: register
- Psw: 331.6 uW
- Max clock buf depth: 2
- YS chip area: 2442 um2
- OpenROAD warning count: 25
- Clk latency late pin: 0.29 ns
- FP Util: 0.3128
- Skew final: 0.006582 ns
- Fmax: 447.6 MHz
- Worst vdd ir: 0.1598 mV
- Drt first pass iters: 4
- Worst slew pin tran: 0.7941 ns
- CP peak stage delay: 0.57 ns
- Warnings, synthesis: 7
- Vias in the first global route: 1562
- Overall Power: 1173 uW
- Post CTS Setup Buffer Count: 0
- Int Pwr: 841.0 uW
- Die area: 8506 um2
- CTS Hold Bufs: 0
- Mapped Area: 2442 um2
- Worst Path Max Fanout: 6
- Clock Pin Slew Worst Setup and Hold Paths: 0.08 ns
- TritonCTS clock tree: built
- Yosys cell count: 228
- Endpoints left unconstrained: 6
- Final wirelength: 4.033 mm
- Worst hold slack: 0.4753 ns
- Minimum clock period: 2.234 ns
- Most used logic cell in the final layout: dfrtp_1
- Placed cell area: 2695 um2
- Seq pwr share: 0.515
- Area Growth Syn to Fin: 14.70%
- DR iter-0 viols: 103
- Vias: 1656
- Worst path slowest cell: o21ai_1
- Layout cell share with drive strength beyond 1: 0.1347
- Initial antenna violation count: 0
- Critical path class: reg -> reg
- Max-area cell share: 0.3893
- Final Core Density: 0.3588
- Switching portion of total power: 0.2828
- Fin. Hold Viols: 0
- Design Area, Final: 2801 um2
- Pwr/cell area: 418.6 nW/um2
- Total congestion overflow: 0
- Ant diodes: 0
- Cell accounting for the most synthesized area: dfrtp_1
- Final setup viols: 0
- Die H: 92.23 um
[worst reg2reg max path: cells and delay by family, from the launching register on]
family	cells	cell delay, ns
flops	1	0.41
simple gates	3	0.97
compound gates	1	0.57
xor+xnor	1	0.17
[path summary, 6_finish.rpt]
path	end	from	cells past startpoint	slack [ns]
min in group asynchronous	timer_inst.counter[2]	reset	3	0.95
min reg2reg	timer_inst.counter[10]	timer_inst.counter[10]	1	0.48
max reg2reg	timer_inst.counter[14]	timer_inst.counter[9]	5	1.97
max	timer_inst.counter[14]	timer_inst.counter[9]	5	1.97
min	timer_inst.counter[10]	timer_inst.counter[10]	1	0.48
max in group asynchronous	timer_inst.counter[20]	reset	3	2.91
[cell type report]
type	count	area [um2]	area share
well taps	102	127.6	0.04556
flip-flops and latches	54	1251	0.4466
multi-input cells	157	1127	0.4024
clock buffers	6	93.84	0.03350
repair buffers	15	147.6	0.05270
clock inverters	2	12.51	0.004466
inverters	11	41.29	0.01474
[power groups by stage]
stage | clock, uW | combinational [uW] | sequential (uW)
4_1_cts | 319 | 270 | 601
5_1_grt | 340 | 304 | 615
6_report | 303 | 266 | 604
[synthesized netlist by cell type, drive strengths merged]
| library cell | n |
|---|---|
| and3 | 2 |
| dlxtn | 2 |
| inv | 11 |
| o311a | 1 |
| a2111oi | 1 |
| nor2b | 1 |
| xnor2 | 8 |
| and2 | 1 |
| or4 | 1 |
| nor4 | 16 |
| or2b | 1 |
| a211oi | 1 |
| dfrtp | 38 |
| xor2 | 21 |
| a21oi | 12 |
| o211a | 1 |
| or4b | 1 |
| or3 | 2 |
| nand2b | 3 |
| clkbuf | 6 |
| and4 | 3 |
| edfxtp | 1 |
| o21ai | 12 |
| nor3 | 18 |
| nand4b | 1 |
| nand2 | 14 |
| mux2 | 4 |
| nor3b | 4 |
| a31oi | 1 |
| o31ai | 1 |
| dlxtp | 4 |
| dfxtp | 9 |
| o211ai | 1 |
| o21bai | 1 |
| ha | 1 |
| nor2 | 12 |
| nand3 | 4 |
| nand4 | 3 |
| or2 | 3 |
| o22ai | 1 |
[metal layers]
metal | track usage | up-vias | part of all wire
met4 | 0.009115 | 0 | 0.0057
met1 | 0.1596 | 783 | 0.50
met5 | 0 | - | 0
met3 | 0.02025 | 5 | 0.041
li1 | - | 837 | -
met2 | 0.1692 | 31 | 0.46
[metrics by stage]
| stage | instances | setup slack [ns] |
|---|---|---|
| after CTS | 347 | 1.974 |
| final | 347 | 1.966 |
| after floorplan | 228 | 2.154 |
| after global placement | 339 | 1.906 |
| after detailed placement | 339 | 1.915 |
| after global routing | 347 | 1.774 |
[cell families (layout without fill, tap and decap cells)]
| logic type | after synthesis | count (layout) | synth area share |
|---|---|---|---|
| DFF | 48 | 48 | 0.4754 |
| xor gates and xnor gates | 29 | 29 | 0.1040 |
| and+or+nand+nor | 90 | 90 | 0.2475 |
| latches | 6 | 6 | 0.03689 |
| muxes | 4 | 4 | 0.01844 |
| AOI/OAI and AO/OA | 33 | 33 | 0.08658 |
| buffers and inverters | 17 | 34 | 0.02613 |
| adders and majority gates | 1 | 1 | 0.005122 |
[flip-flops by register name, summed over array words and instances (netlist names)]
register and flops:
timer_inst.counter 32, fsm_inst.current_state 4, fsm_inst.leds 4, fsm_inst.prev_state 4, fsm_inst.current_mode 2, fsm_inst.motor_dir 2, fsm_inst.door_closed 1, fsm_inst.drain_valve 1
fsm_inst.motor 1, fsm_inst.water_valve 1, timer_inst.active 1, timer_inst.done 1
Power figures rest on the tool's default switching activity, not on a simulated workload.
